## ./design.v

```verilog
`timescale 1ns / 1ps
module servo_controller (
	input btnu,
	input btnd,
	input rst,
  input clk,
  input [2:0] sw,
  output reg [3:0]servos
  );
  wire [10:0] position;
  integer i;
  always @(sw)
	begin
		case (sw)
			3'b001: begin
							servos[1] = pwm_q;
						end
			3'b011: begin
							servos[2] = pwm_q;
						end
			3'b111: begin
							servos[3] = pwm_q;
						end
			default: begin
							servos[0] = pwm_q;
						end
		endcase
	end
		counter servobase (btnu,btnd,rst,clk,position);
  reg pwm_q, pwm_d;
  reg [19:0] ctr_q, ctr_d;
  always @(*) begin
    ctr_d = ctr_q + 1'b1;
    if (position + 9'd165 > ctr_q[19:8]) begin
      pwm_d = 1'b1;
    end else begin
      pwm_d = 1'b0;
    end
  end
  always @(posedge clk) begin
    if (rst) begin
      ctr_q <= 1'b0;
    end else begin
      ctr_q <= ctr_d;
    end
    pwm_q <= pwm_d;
  end
endmodule
`timescale 1ns / 1ps
module clk_divider(
    input clk_in,
    output reg clk_out
    );  
reg[27:0] counter=28'd0;
parameter DIVISOR = 28'd50000000;
always @(posedge clk_in)
begin
 counter <= counter + 28'd1;
 if(counter>=(DIVISOR-1))
  counter <= 28'd0;
 clk_out <= (counter<DIVISOR/2)?1'b1:1'b0;
end
endmodule
`timescale 1ns / 1ps
module counter(
input btnu,
input btnd,
input rst,
input clk,
output [10:0] led
    );
	 clk_divider clkd (clk, clkout);
	 reg [10:0] counter;
	 assign led = counter;
	 always @ (posedge clkout)
		begin
			if(rst) begin
				counter <=8'b0;
				end
						if (btnu) begin
				counter <= counter + 8'b1111;
				end
			if (btnd) begin
				counter <= counter - 8'b1111;
				end
		end
endmodule
```

## ./run.sh

```bash
#!/bin/bash
# OpenROAD 26Q1-2900-gdf79404cd8, Yosys 0.63+post, stock flow scripts
make -C /OpenROAD-flow-scripts/flow DESIGN_CONFIG=/design/flow/config.mk WORK_HOME=/design/flow/orfs finish
```

## ./config.mk

```make
export PLATFORM = sky130hd
export DESIGN_NAME = servo_controller
export DESIGN_NICKNAME = servo_controller
export VERILOG_FILES = /design/flow/design.v
export SDC_FILE = /design/flow/constraint.sdc
export NUM_CORES = 4
export LEC_CHECK = 1
export CORE_UTILIZATION = 30
```

## ./constraint.sdc

```tcl
current_design servo_controller

set clk_period 3.6
set clk_io_pct 0.2

create_clock -name clk0 -period $clk_period [get_ports {clk}]

set non_clock_inputs [all_inputs -no_clocks]
set_input_delay [expr $clk_period * $clk_io_pct] -clock clk0 $non_clock_inputs
set_output_delay [expr $clk_period * $clk_io_pct] -clock clk0 [all_outputs]
```

==> flow_summary.json <==
{
  "post-route-drc-count": 0,
  "warnings": 26,
  "r2r_slack_ns": 1.55,
  "wl_per_cell_um": 12.1,
  "routabilityCongestion": 0.792,
  "grtUsageTotal_pct": 11.6,
  "pre_cts_slack_ns": 1.36,
  "ys_area_mm2": 0.00362,
  "rsz0062_at_grt": "no",
  "clkSlewWorstSetupHoldPaths_ns": 0.07,
  "crit_fanout": 16,
  "grt_pass1_wl_mm": 12.2,
  "num_rows": 39,
  "cp-start-kind": "flip-flop",
  "unclocked_pins": 15,
  "synth_cell_types": 62,
  "cts_resized": 0,
  "yosys.area.top_type_share_pct": 27.6,
  "peakVddDrop_v": 0.000180,
  "top_area_cell": "dfxtp_1",
  "hold_class": "flip-flop to flip-flop",
  "core_mm2": 0.0116,
  "htreeDepth": 2,
  "fin_worst_skew_ns": 0.0101,
  "min_period_ns": 2.05,
  "p_switching_w": 0.000261,
  "r2r-end": "servobase.clkd.counter[17]",
  "setup_viol": 0,
  "yosys-top-cells-area": "dfxtp_1 28%, edfxtp_1 9.1%, xnor2_1 5.6%, ha_1 5.5%, nor2_1 4.6%",
  "ctsHoldBuffers": 0,
  "cp.arrival_ns": 2.27,
  "setup.worst_path.end": "servobase.clkd.counter[17]",
  "top_cells_by_count": "50 x dfxtp_1, 44 x nor2_1, 31 x a21oi_1, 25 x inv_1, 25 x nand2_1",
  "synthCells": 429,
  "die_x_um": 112,
  "fin_tns_setup_ns": 0,
  "fin_ws_ns": 1.55,
  "area_growth_pct": 9.87,
  "crit_slowest_cell": "or4_2",
  "portBuffers": 10,
  "cp-end-kind": "flip-flop",
  "p_clk_share_pct": 44.0,
  "dp_hpwl_mm": 4.87,
  "viasPerCell": 5.22,
  "cp_cell_sequence": "nand3_1 -> or2_0 -> or4_2 -> a21oi_1",
  "cts-root-buf": "clkbuf_16",
  "synth_area_mm2": 0.00362,
  "antenna_cells": 0,
  "grt_max_degree": 26,
  "power.density_mw_per_mm2": 302,
  "cap_violations": 0,
  "ys_async_sr_fraction_pct": 0,
  "die_h_um": 112,
  "reg2reg_depth": 4,
  "first_pass_iters": 15,
  "fmax_ghz": 0.488,
  "ios": 11,
  "vias": 2976,
  "initCoreUtil_pct": 31.2,
  "drive_gt1_share_pct": 4.22,
  "worstMarginPinSlew_ns": 0.884,
  "fin_area_mm2": 0.00398,
  "yosysWarnings": 4,
  "placed_cell_area_mm2": 0.00382,
  "cts_tree": "done",
  "p_leak_nw": 1.27,
  "drtIter0Drc": 71,
  "startpoint": "servobase.clkd.counter[2]",
  "ff_type": "dfxtp_1",
  "relSlewSlack_pct": 40.3,
  "ys_ff": 65,
  "critical_path_class": "flip-flop to flip-flop",
  "status": "complete, no violations",
  "clk_path_buf_depth": 2,
  "crit_required_ns": 3.82,
  "antenna_found_initial": 0,
  "r2r-start": "servobase.clkd.counter[2]",
  "slowest_delay_ns": 0.74,
  "clk_latency_ns": 0.29,
  "top_cell": "dfxtp_1",
  "slew_viol_final": 0,
  "switching_share_pct": 21.7,
  "postRouteAntennaNets": 0,
  "ys_cells": 429,
  "dieArea_mm2": 0.0125,
  "power_frac_comb_pct": 6.8,
  "routed_wl_mm": 6.87,
  "p_seq_share_pct": 49.2,
  "avgSynthCellArea_um2": 8.45,
  "first_global_vias": 2730,
  "hold_viol_final": 0,
  "timing.final.crit_share_pct": 57.0,
  "numCtsBuffers": 5,
  "cts_setup_buffers": 0,
  "untimed_endpoints": 30,
  "edf_count": 11,
  "grt_overflow": 0,
  "intPower_w": 0.000941
}
## per-layer routing
layer	vias to the layer above	GRT usage (%)	routed length, um
li1	1562	-	-
met1	1372	16.6	3500
met2	35	19.9	3160
met3	7	1.50	163
met4	0	0.901	48
met5	-	0	0
## power by group through the flow
| stage | sequential (W) | clock (W) | combinational (W) |
|---|---|---|---|
| 4_1_cts | 0.000591 | 0.000546 | 0.0000821 |
| 5_1_grt | 0.000594 | 0.000569 | 0.0000938 |
| 6_report | 0.000592 | 0.000529 | 0.0000814 |
## registers in the layout, summed over array words and instances, names as in the netlist
| register | flops |
|---|---|
| ctr_q | 20 |
| pwm_q | 1 |
| servobase.clkd.clk_out | 1 |
| servobase.clkd.counter | 28 |
| servobase.counter | 11 |
| servos | 4 |
## logic make-up (layout without fill, tap and decap cells)
| family | count (synthesis) | after routing | synth area share (%) |
|---|---|---|---|
| xor gates and xnor gates | 32 | 32 | 7.73 |
| buffers and inverters | 46 | 43 | 5.11 |
| DFF | 61 | 61 | 36.7 |
| latches | 4 | 4 | 1.66 |
| muxes | 4 | 4 | 1.24 |
| adders and majority gates | 16 | 16 | 5.52 |
| other | 1 | 2 | 0.103 |
| and+or+nand+nor | 170 | 170 | 24.7 |
| AOI/OAI and AO/OA | 95 | 95 | 17.2 |
## layout make-up
type,count,area (um^2)
Clock buffer,6,129
Clock inverter,2,37.5
Fill cell,1170,7630
Inverter,25,93.8
Multi-Input combinational cell,319,2050
Sequential cell,65,1390
Tap cell,143,179
Timing Repair Buffer,10,100
## worst max-delay path, delay by kind of cell, from the launching register on
kind	cells	cell delay (ns)
compound gates	1	0.15
flops	1	0.40
simple gates	3	1.43
## stage by stage
stage               hold slack, ns  cells  power (W)  utilization (%)
floorplan                    0.418    430   0.000661                -
global placement             0.433    562   0.000684             32.9
detailed placement           0.442    562   0.000686             32.9
CTS                          0.451    570    0.00122             34.3
global route                 0.479    570    0.00126             34.3
finish                       0.442    570    0.00120             34.3
## layout by cell type, fill, tap and decap left out, types with 16 or more instances in the layout
| master | instances |
|---|---|
| inv_1 | 25 |
| o21ai_0 | 16 |
| a21oi_1 | 31 |
| nand2_1 | 25 |
| nand3_1 | 19 |
| dfxtp_1 | 50 |
| xnor2_1 | 23 |
| nor2_1 | 44 |
| ha_1 | 16 |
## how the worst min path moves through the flow
| stage | startpoint | slack [ns] | cells past startpoint | end |
|---|---|---|---|---|
| CTS | servobase.clkd.counter[0] | 0.45 | 1 | servobase.clkd.counter[0] |
| global route | servobase.clkd.counter[0] | 0.48 | 1 | servobase.clkd.counter[0] |
| finish | servobase.clkd.counter[0] | 0.44 | 1 | servobase.clkd.counter[0] |
No activity file was given, so power comes from the tool's default toggle rates.
